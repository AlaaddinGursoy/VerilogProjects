`design/flow/config.mk`:
```
export PLATFORM = sky130hd
export DESIGN_NAME = top
export DESIGN_NICKNAME = top
export VERILOG_FILES = /design/flow/design.v
export SDC_FILE = /design/flow/constraint.sdc
export NUM_CORES = 4
export LEC_CHECK = 1
export CORE_UTILIZATION = 30
```
`design/flow/constraint.sdc`:
```
current_design top

set clk_period 3.5
set clk_io_pct 0.2

create_clock -name clk0 -period $clk_period [get_ports {clk}]

set non_clock_inputs [all_inputs -no_clocks]
set_input_delay [expr $clk_period * $clk_io_pct] -clock clk0 $non_clock_inputs
set_output_delay [expr $clk_period * $clk_io_pct] -clock clk0 [all_outputs]
```
`design/flow/design.v`:
```
`timescale 1ns / 1ps
module Display(
    input clk_10Hz,
    output reg[4:0] ones,
    output reg[4:0] tens,
    output reg[4:0] hundreds,
    output reg[4:0] thousands
    );
    reg [3:0]counter;
    reg [4:0]currentHarf;
    reg yavas_clk;
    reg [2:0]metro_konumu;
    reg [31:0]sayac;
    initial begin
        counter=0; 
        sayac=0;
        metro_konumu=0;
    end
    always @ (posedge clk_10Hz)begin   
        if(sayac==10/2)begin
            yavas_clk=~yavas_clk;        
            sayac=0;
        end
        sayac=sayac+1;
    end
    always @ (posedge yavas_clk) begin
        if(metro_konumu==0)begin
           case(counter)
                5'd0:thousands=0;
                5'd1:thousands=11;
                5'd2:thousands=0;
                5'd3:thousands=19;
                5'd4:thousands=1;
                5'd5:thousands=8;
                5'd6:thousands=11;
                5'd7:thousands=0;
                5'd8:thousands=20;
           endcase
           case(counter)
                5'd0:hundreds=11;
                5'd1:hundreds=0;
                5'd2:hundreds=19;
                5'd3:hundreds=1;
                5'd4:hundreds=8;
                5'd5:hundreds=11;
                5'd6:hundreds=0;
                5'd7:hundreds=20;
                5'd8:hundreds=0;
           endcase
           case(counter)
                5'd0:tens=0;
                5'd1:tens=19;
                5'd2:tens=1;
                5'd3:tens=8;
                5'd4:tens=11;
                5'd5:tens=0;
                5'd6:tens=20;
                5'd7:tens=0;
                5'd8:tens=11;
           endcase
           case(counter)
                5'd0:ones=19;
                5'd1:ones=1;
                5'd2:ones=8;
                5'd3:ones=11;
                5'd4:ones=0;
                5'd5:ones=20;
                5'd6:ones=0;
                5'd7:ones=11;
                5'd8:ones=0;
           endcase
           counter=counter+1;
           if(counter==9)
                counter=0;
        end
        if(metro_konumu==1)begin
            case(counter)
                5'd0:thousands=1;
                5'd1:thousands=0;
                5'd2:thousands=6;
                5'd3:thousands=2;
                5'd4:thousands=4;
            endcase
           case(counter)
                5'd0:hundreds=1;
                5'd1:hundreds=0;
                5'd2:hundreds=6;
                5'd3:hundreds=2;
                5'd4:hundreds=4;
            endcase
            case(counter)
                5'd0:tens=1;
                5'd1:tens=0;
                5'd2:tens=6;
                5'd3:tens=2;
                5'd4:tens=4;
            endcase
            case(counter)
                5'd0:ones=1;
                5'd1:ones=0;
                5'd2:ones=6;
                5'd3:ones=2;
                5'd4:ones=4;
            endcase
            counter=counter+1;
            if(counter==5)
                counter=0;
        end
        if(metro_konumu==2)begin
            case(counter)
                5'd0:thousands=15;
                5'd1:thousands=13;
                5'd2:thousands=12;
                5'd3:thousands=14;
                5'd4:thousands=19;
                5'd5:thousands=15;
                5'd6:thousands=0;
                5'd7:thousands=9;
                5'd8:thousands=12;
                5'd9:thousands=11;
                5'd10:thousands=17;
            endcase
            counter=counter+1;
            if(counter==11)
                counter=0;
        end
        if(metro_konumu==3)begin
            case(counter)
                5'd0:thousands=5;
                5'd1:thousands=0;
                5'd2:thousands=14;
                5'd3:thousands=0;
                5'd4:thousands=7;
            endcase
            counter=counter+1;
            if(counter==5)
                counter=0;
        end
        if(metro_konumu==4)begin
            case(counter)
                5'd0:thousands=18;
                5'd1:thousands=3;
                5'd2:thousands=1;
            endcase
            counter=counter+1;
        end
        if(metro_konumu==5)begin
            case(counter)
                5'd0:thousands=16;
                5'd1:thousands=10;
            endcase
            counter=counter+1;
            if(counter==2)
                counter=0;
        end
    end
endmodule
`timescale 1ns / 1ps
module SegmentDisplay(
    input clk,
    input [4:0] ones,
    input [4:0] tens,
    input [4:0] hundreds,
    input [4:0] thousands,
    output reg [0:6] seg,
    output reg [3:0] an    
    );
    reg [1:0] digit_select;      
    reg [16:0] digit_timer;      
    always @(posedge clk ) begin
            if(digit_timer == 99_999) begin          
                digit_timer <= 0;                    
                digit_select <=  digit_select + 1;
            end
            else
                digit_timer <=  digit_timer + 1;
    end
    always @(digit_select) begin
        case(digit_select) 
            2'b00 : an = 4'b1110;    
            2'b01 : an = 4'b1101;    
            2'b10 : an = 4'b1011;    
            2'b11 : an = 4'b0111;    
        endcase
    end
        parameter A = 7'b0001000; 
        parameter B  = 7'b1100000; 
        parameter C = 7'b0110001; 
        parameter D = 7'b1000010; 
        parameter E = 7'b0110000; 
        parameter G = 7'b0100001; 
        parameter H = 7'b1001000; 
        parameter J = 7'b1000011; 
        parameter I = 7'b1111001; 
        parameter L = 7'b0001110; 
        parameter M = 7'b0101011; 
        parameter N = 7'b1101010; 
        parameter O = 7'b0000001; 
        parameter P = 7'b0011000; 
        parameter R = 7'b0011001; 
        parameter S = 7'b0100100; 
        parameter T = 7'b1110000; 
        parameter U = 7'b1000001; 
        parameter Y = 7'b1000100; 
        parameter SPACE = 7'b1111111; 
        parameter PASS = 7'b1111110; 
    always @*
        case(digit_select)
            2'b00 : begin        
                        case(ones)
                            5'd0 : seg = A;
                            5'd1 : seg = B;
                            5'd2 : seg = C;
                            5'd3 : seg = D;
                            5'd4 : seg = E;
                            5'd5 : seg = G;
                            5'd6 : seg = H;
                            5'd7 : seg = J;
                            5'd8 : seg = I;
                            5'd9 : seg = L;
                            5'd10 : seg = M;
                            5'd11 : seg = N;
                            5'd12 : seg = O;
                            5'd13 : seg = P;
                            5'd14 : seg = R;
                            5'd15 : seg = S;
                            5'd16 : seg = T;
                            5'd17 : seg = U;
                            5'd18 : seg = Y;
                            5'd19 : seg = SPACE;
                            5'd20 : seg = PASS;
                        endcase
                    end
            2'b01 : begin        
                        case(tens)
                            5'd0 : seg = A;
                            5'd1 : seg = B;
                            5'd2 : seg = C;
                            5'd3 : seg = D;
                            5'd4 : seg = E;
                            5'd5 : seg = G;
                            5'd6 : seg = H;
                            5'd7 : seg = J;
                            5'd8 : seg = I;
                            5'd9 : seg = L;
                            5'd10 : seg = M;
                            5'd11 : seg = N;
                            5'd12 : seg = O;
                            5'd13 : seg = P;
                            5'd14 : seg = R;
                            5'd15 : seg = S;
                            5'd16 : seg = T;
                            5'd17 : seg = U;
                            5'd18 : seg = Y;
                            5'd19 : seg = SPACE;
                            5'd20 : seg = PASS;
                        endcase
                    end
            2'b10 : begin        
                        case(hundreds)
                            5'd0 : seg = A;
                            5'd1 : seg = B;
                            5'd2 : seg = C;
                            5'd3 : seg = D;
                            5'd4 : seg = E;
                            5'd5 : seg = G;
                            5'd6 : seg = H;
                            5'd7 : seg = J;
                            5'd8 : seg = I;
                            5'd9 : seg = L;
                            5'd10 : seg = M;
                            5'd11 : seg = N;
                            5'd12 : seg = O;
                            5'd13 : seg = P;
                            5'd14 : seg = R;
                            5'd15 : seg = S;
                            5'd16 : seg = T;
                            5'd17 : seg = U;
                            5'd18 : seg = Y;
                            5'd19 : seg = SPACE;
                            5'd20 : seg = PASS;
                        endcase
                    end
            2'b11 : begin        
                        case(thousands)
                            5'd0 : seg = A;
                            5'd1 : seg = B;
                            5'd2 : seg = C;
                            5'd3 : seg = D;
                            5'd4 : seg = E;
                            5'd5 : seg = G;
                            5'd6 : seg = H;
                            5'd7 : seg = J;
                            5'd8 : seg = I;
                            5'd9 : seg = L;
                            5'd10 : seg = M;
                            5'd11 : seg = N;
                            5'd12 : seg = O;
                            5'd13 : seg = P;
                            5'd14 : seg = R;
                            5'd15 : seg = S;
                            5'd16 : seg = T;
                            5'd17 : seg = U;
                            5'd18 : seg = Y;
                            5'd19 : seg = SPACE;
                            5'd20 : seg = PASS;
                        endcase
                    end
        endcase
endmodule
`timescale 1ns / 1ps
module tenHz_gen(
    input clk,
    output clk_10Hz
    );
    reg [22:0] ctr_reg = 0;  
    reg clk_out_reg = 0;
    always @(posedge clk)begin
            if(ctr_reg == 4_999_999) begin   
                ctr_reg <= 0;
                clk_out_reg <= ~clk_out_reg;
            end
            else
                ctr_reg <= ctr_reg + 1;
    end
    assign clk_10Hz = clk_out_reg;
endmodule
`timescale 1ns / 1ps
module top(
    input clk,        
    output [0:6] seg,        
    output [3:0] an       
    );
    wire w_10Hz;
    wire [4:0] w_1s, w_10s, w_100s, w_1000s;
    tenHz_gen hz10(.clk(clk), .clk_10Hz(w_10Hz));
    Display disp(.clk_10Hz(w_10Hz),  .ones(w_1s),.tens(w_10s),
                 .hundreds(w_100s), .thousands(w_1000s));
    SegmentDisplay seg7(.clk(clk),  .ones(w_1s), .tens(w_10s),
                      .hundreds(w_100s), .thousands(w_1000s), .seg(seg), .an(an));
endmodule
```
`design/flow/run.sh`:
```
#!/bin/bash
# OpenROAD 26Q1-2900-gdf79404cd8, Yosys 0.63+post, stock flow scripts
make -C /OpenROAD-flow-scripts/flow DESIGN_CONFIG=/design/flow/config.mk WORK_HOME=/design/flow/orfs finish
```
==> out/results.tsv <==
metric	value	unit
status	completed	
edf_count	4	
clock_latency	280	ps
power.density	182	nW/µm²
final_util	34.0	%
cp_common_cell	inv_1	
untimed_endpoints	75	
ys_area	4730	µm²
unclocked_regs	67	
warnings	35	
cp.required	2800	ps
clk_path_buf_depth	2	
drive_gt1_share	3.65	%
min_from	hz10.ctr_reg[22]$_SDFF_PN0_	
ff_latch_area	2210	µm²
synthArstFlopShare	0	%
die_width	128	µm
cp-startpoint	seg7.digit_select[0]$_DFFE_PN_	
skew	4.17	ps
worstMarginPinSlew	791	ps
ys_cells	487	
wl_per_cell	11.3	µm
diodes	0	
antenna_found_initial	0	
yosys.cell_types.count	46	
synthMostInstantiatedCell	dfxtp_1	
grt_pass1_wl	14000	µm
slew_headroom	47.3	%
top_cells_by_area	dfxtp_1, xnor2_1, ha_1	
slew_violations	0	
num_rows	45	
timing.final.crit_share	69.0	%
comb_area	2380	µm²
top_cells_by_count	dfxtp_1, xnor2_1, nor2_1, nand4_1	
cts_resized	0	
crit_family	buffers and inverters	
end_kind	output port	
avgSynthCellArea	9.72	µm²
ys_ff	110	
met1_usage	16.2	%
clk_pin_slew	50	ps
peakVddDrop	0.190	mV
top_area_cell	dfxtp_1	
cts_root_buffer	clkbuf_16	
ff_type	dfxtp_1	
crit_path_start_kind	flop	
r2r_start	hz10.ctr_reg[0]$_SDFF_PN0_	
ant_nets	0	
finalHoldViolCount	0	
fill_cells	1531	
cts_buffers	5	
fmax	414	MHz
hp-class	flop to flop	
cp_max_fo	6	
grt_busiest_layer	met2	
cap_violations	0	
hold_buffers	0	
cp_num_buf_inv	3	
crit_slowest_cell	clkdlybuf4s50_1	
route.detailed.drc	0	
chip_area	16300	µm²
met3_usage	0.811	%
ioPinCount	12	
met2_usage	16.3	%
grt_max_degree	35	
crit_arrival	1720	ps
grt_pass1_vias	3068	
crit_type	flop to output port	
setup_viol	0	
grt_overflow_total	0	
netlist_instances	487	
rsz0062_at_grt	false	
p_leak	0.00178	µW
numPortBuffers	11	
drt-initial-drc-count	207	
die_y	128	µm
cp_cell_sequence	inv_1 > ha_1 > inv_1 > clkdlybuf4s50_1	
largest_register_ff_count	32	
max_stage_delay	490	ps
grt_usage	10.3	%
top_cell_area_share	42.3	%
min_period	2420	ps
h-tree-depth	2	
gp_congestion	0.932	
wirelength	7950	µm
coreArea	15300	µm²
fp_util	30.9	%
fin_setup_tns	0	ps
drt-pass1-iter-count	4	
yosys_warnings	3	
post_cts_buffers	0	
dp_hpwl	5730	µm
vias	3461	
vias_per_cell	4.92	
cts_tree	done	
syn_area	4730	µm²
areaGrowthSynthToFinish	9.99	%
-- cell usage in the layout, fill, tap and decap left out, types with 2 or more instances in the layout --
cell,Yosys,final
o31a_1,2,2
xnor2_1,44,44
nand2_1,27,27
a22o_1,19,19
edfxtp_1,4,4
nand3_4,2,2
nor4_1,9,9
dlxtn_1,6,6
and3_1,7,7
and4_1,10,10
or2_2,2,2
clkbuf_16,0,5
nand4_1,28,28
a21oi_1,8,8
nand3_1,27,27
or4_1,5,5
o31ai_1,3,3
dfxtp_1,100,100
nor4bb_1,2,2
o21ai_0,27,27
xor2_1,19,19
nor2b_1,6,6
nor4_4,3,3
o2bb2ai_1,2,2
or3_1,3,3
nor4b_1,7,7
nor3_1,9,9
and2_1,5,5
buf_4,2,2
inv_1,20,20
ha_1,15,15
a21boi_0,2,2
mux2i_1,4,4
clkdlybuf4s50_1,0,11
nor2_1,33,33
-- worst register-to-register path, stage by stage (launching register included) --
cell	delay, ps
dfxtp_1	350
ha_1	210
nand2_1	140
or2_2	350
nor4_4	560
-- metal layers --
layer	wire length (µm)	vias up	part of all wire, %
li1	-	1765	-
met1	4290	1630	54
met2	3430	60	43
met3	181	6	2.3
met4	53	0	0.67
met5	0	-	0
-- cell families after synthesis --
family,count (synthesis),share of synthesized area [%]
compound gates,72,10.4
xor+xnor,63,11.7
fa+ha+maj,15,3.97
buf+inv,35,2.93
flops,104,44.8
latches,6,1.90
mux,4,0.846
simple gates,188,23.5
-- power breakdown --
group	switching, µW	internal, µW	total, µW
combinational	0	0	0.000811
clock	171	282	453
sequential	0	494	494
total	171	777	948
-- final cells by class --
| type | instances | share of cell area (%) |
|---|---|---|
| timing repair buffer | 13 | 2.40 |
| sequential | 110 | 42.5 |
| multi-input combinational | 342 | 45.8 |
| clock buffer | 7 | 2.74 |
| clock inverter | 1 | 0.0961 |
| tap | 211 | 5.07 |
| inverter | 20 | 1.44 |
-- metrics by stage --
stage               power (µW)  instances  hold WS [ps]  area (µm²)  setup slack [ps]
floorplan                  505        487           418        4730              1740
global placement           505        696           430        5060              1420
detailed placement         505        696           442        5060              1380
CTS                        960        704           456        5210              1070
global route               985        704           473        5210               975
finish                     948        704           448        5210              1080
-- path summary, 6_finish.rpt --
path,to,slack [ps],cells after the start
max,an[0],1080,4
min,hz10.ctr_reg[22]$_SDFF_PN0_,450,1
max reg2reg,hz10.clk_out_reg$_DFFE_PN_,1520,4
min reg2reg,hz10.ctr_reg[22]$_SDFF_PN0_,450,1
Power and IR drop assume default switching activity.
